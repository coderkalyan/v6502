===== /design/flow/config.mk =====
export PLATFORM = sky130hd
export DESIGN_NAME = address_fsm
export DESIGN_NICKNAME = address_fsm
export VERILOG_FILES = /design/flow/design.v
export SDC_FILE = /design/flow/constraint.sdc
export NUM_CORES = 4
export LEC_CHECK = 1
export CORE_AREA = 10 10 70 70
export DIE_AREA = 0 0 80 80

===== /design/flow/design.v =====
`default_nettype none
module address_fsm (
    input wire i_clk,
    input wire i_rst_n,
    input wire [2:0] i_mode,
    input wire i_index_reg,
    input wire i_start,
    output wire o_done,
    output wire [3:0] o_ctrl
);
    reg done, running;
    reg [1:0] step;
    always @(posedge i_clk, negedge i_rst_n) begin
        if (!i_rst_n)
            done <= 1'b0;
        else if (step == step_done)
            done <= 1'b1;
        else if (i_start)
            done <= 1'b0;
    end
    always @(posedge i_clk, negedge i_rst_n) begin
        if (!i_rst_n)
            running <= 1'b0;
        else if (done)
            running <= 1'b0;
        else if (i_start)
            running <= 1'b1;
    end
    always @(posedge i_clk, negedge i_rst_n) begin
        if (!i_rst_n)
            step <= 2'b00;
        else if (i_start)
            step <= 2'b00;
        else
            step <= step + running;
    end
    reg [2:0] mode;
    reg index_reg;
    always @(posedge i_clk, negedge i_rst_n) begin
        if (!i_rst_n) begin
            mode <= 3'h0;
            index_reg <= 1'b0;
        end else if (i_start) begin
            mode <= i_mode;
            index_reg <= i_index_reg;
        end
    end
    reg [1:0] step_done;
    always @(*) begin
        step_done = 2'bxx;
        case (mode)
            3'h0: step_done = 0;
            3'h1: step_done = 2;
            3'h2: step_done = 1;
            3'h3: step_done = 0;
            3'h4: step_done = 2;
            3'h5: step_done = 3;
            3'h6: step_done = 1;
            3'h7: step_done = 1;
        endcase
    end
    localparam STATE_LDPC = 0;  
    localparam STATE_RDLO = 1;  
    localparam STATE_RDHI = 2;  
    reg [1:0] state;
    always @(*) begin
        state = 2'hx;
        case (mode)
            3'h0: begin
                case (step)
                    0: state = STATE_LDPC;
                endcase
            end
            3'h1: begin
                case (step)
                    0: state = STATE_RDLO;
                    1: state = STATE_RDHI;
                endcase
            end
        endcase
    end
    reg pc_out, pc_inc, ldlo, ldhi;
    always @(*) begin
        pc_out = 0;
        pc_inc = 0;
        ldlo = 0;
        ldhi = 0;
        case (state)
            STATE_LDPC: begin
                pc_out = 1;
            end
            STATE_RDLO: begin
                pc_out = 1;
                pc_inc = 1;
                ldlo = 1;
            end
            STATE_RDHI: begin
                pc_out = 1;
                pc_inc = 1;
                ldhi = 1;
            end
        endcase
    end
    assign o_done = done;
    assign o_ctrl = {pc_out, pc_inc, ldlo, ldhi};
endmodule

===== /design/flow/run.sh =====
#!/bin/bash
# OpenROAD 26Q1-2900-gdf79404cd8, Yosys 0.63+post, stock flow scripts
make -C /OpenROAD-flow-scripts/flow DESIGN_CONFIG=/design/flow/config.mk WORK_HOME=/design/flow/orfs finish

===== /design/flow/constraint.sdc =====
current_design address_fsm

set clk_period 1.1
set clk_io_pct 0.2

create_clock -name clk0 -period $clk_period [get_ports {i_clk}]

set non_clock_inputs [all_inputs -no_clocks]
set_input_delay [expr $clk_period * $clk_io_pct] -clock clk0 $non_clock_inputs
set_output_delay [expr $clk_period * $clk_io_pct] -clock clk0 [all_outputs]

==> run_results.csv <==
group,metric,value,unit
status,run_status,"finished with violations",
status,violations,"negative setup slack",
sta,max_freq,747,MHz
clocking,cts_tree,"yes",
floorplan,io_pins,12,
drt,insertedDiodeCount,0,
grt,grt_pass1_wl,1450,um
synth,ys_seq_share,45.9,%
worst_setup_path,worstSetupPathType,"flop to output pin",
layout,nFillCells,381,
sta,timing.final.ws_setup,-0.239,ns
drt,drtIter0Drc,5,
drt,drcViolationCount,0,
clocking,cts_hold_buffers,0,
place,postPlaceCellArea,551,sq um
synth,synth_area,382,sq um
clocking,clkLatencyLatePin,0.25,ns
flow_run,tool_warnings,29,
flow_run,drv_cap,0,
layout,synthToLayoutAreaGrowth,61.0,%
worst_setup_path,cp.required,0.88,ns
drt,ant_nets,0,
worst_hold_path,hold_class,"input port to asynchronous set/reset pin",
place,place.gp.congestion,0.696,
grt,overflow,0,
sta,fin_crit,1.34,ns
sta,period_used_share,122,%
clocking,max-clock-path-buffers,2,
worst_setup_path,cp.arrival,1.12,ns
drt,vias,306,
grt,grt_usage,2.93,%
clocking,clockRootBuffer,"clkbuf_4",
synth,ys_cells,36,
synth,yosysWarnings,1,
worst_setup_path,startpoint_type,"flop",
floorplan,die_x,80,um
layout,comb_area,199,sq um
floorplan,die_h,80,um
power,p_total,0.00110,W
grt,grt_max_degree,8,
drt,routed_via_density,3.12,
clocking,clock-sinks,7,
place,dp_hpwl,686,um
drt,dr.pass1.iters,4,
floorplan,core_area,3420,sq um
grt,antenna_found_initial,0,
drt,routedWlPerCell,9.29,um
floorplan,rows,21,
floorplan,die_area,6400,sq um
worst_setup_path,worst_setup_path_end_kind,"output pin",
drt,routed_wl,910,um
power,peakVddDrop,0.000270,V
floorplan,initCoreUtil,11.2,%
power,leakage,0.260,nW
sta,hold_viol_final,0,
clocking,htreeDepth,1,
layout,instances_no_fill,98,
clocking,worst_setup_hold_path_clk_slew,0.05,ns
sta,rsz0062_at_grt,"true",
synth,ys_ff,7,
place,port_buffers,9,
sta,drv_slew,0,
synth,synth.avg_cell_area,10.6,sq um
synth,yosysChipArea,382,sq um
power,power_per_cell_area,1790,nW/um^2
worst_setup_path,critPathMaxFanout,3,
sta,fin_skew,0.00393,ns
sta,finalSetupViolations,4,
synth,ys_types,20,
layout,postLayoutCellArea,614,sq um
clocking,numCtsBuffers,3,
synth,syn_inst,36,
grt,grt_pass1_vias,331,
layout,drive_gt1_share,46.2,%
place,place_inst,93,
layout,seq_area,175,sq um
## per-stage QoR
| step | setup WS, ns | util (%) | hold WS (ns) | TNS [ns] |
|---|---|---|---|---|
| 3_5_place_dp | -0.369 | 16.1 | 0.444 | -1.78 |
| 3_3_place_gp | -0.338 | 16.1 | 0.446 | -1.61 |
| 4_1_cts | -0.261 | 17.4 | 0.233 | -0.893 |
| 6_report | -0.239 | 18.0 | 0.225 | -0.753 |
| 5_1_grt | -0.363 | 18.0 | 0.241 | -1.19 |
| 2_1_floorplan | -0.000970 | - | -0.0756 | -0.000970 |
## synthesized netlist by cell type (all sizes together)
cell	number	area [sq um]
dfrtp	7	175
buf	4	30.0
mux2	3	33.8
nor2	3	11.3
xnor2	3	26.3
inv	2	7.51
a21boi	1	7.51
a21oi	1	5.00
and3	1	6.26
clkbuf	1	5.00
conb	1	3.75
ha	1	12.5
nand2b	1	6.26
nand3	1	5.00
nand3b	1	7.51
nor2b	1	6.26
nor3b	1	12.5
nor4	1	6.26
o21ai	1	5.00
o221ai	1	8.76
## logic make-up (layout without fill, tap and decap cells)
logic type,Yosys count,in the layout,synth area share (%)
other cells,1,1,0.983
flops,7,7,45.9
compound gates,4,4,6.88
xor+xnor,3,3,6.89
simple gates,10,10,16.1
fa+ha+maj,1,1,3.28
mux,3,3,8.85
buf+inv,7,23,11.1
## sequential cells by signal (all words and copies together) (netlist names)
signal   flops
mode         3
step         2
done         1
running      1
## routing by layer
metal | share of wire [%] | vias to the layer above | track usage (%)
met5 | 0 | - | 0
met3 | 8.6 | 0 | 1.59
met4 | 0 | 0 | 0.880
met1 | 39 | 145 | 3.04
li1 | - | 152 | -
met2 | 52 | 9 | 4.98
## power by group
part	switching, W	total [W]	internal (W)
registers	0.0000520	0.000388	0.000336
logic	0.000186	0.000477	0.000291
clock network	0.0000963	0.000235	0.000139
total	0.000335	0.00110	0.000765
## layout make-up
class,count,area share (%)
clock buffers,4,4.28
inverters,2,1.22
multi-input cells,22,32.4
flip-flops and latches,7,28.5
well taps,46,9.37
repair buffers,17,24.2
## path summary, 6_finish.rpt
check | depth (start not counted) | endpoint | slack, ns | start
max | 3 | o_ctrl[1] | -0.24 | mode[1]$_DFFE_PN0P_
min | 1 | done$_DFFE_PN0P_ | 0.23 | i_rst_n
max reg2reg | 5 | done$_DFFE_PN0P_ | -0.11 | mode[2]$_DFFE_PN0P_
min reg2reg | 2 | running$_DFFE_PN0P_ | 0.51 | running$_DFFE_PN0P_
max in group asynchronous | 1 | mode[0]$_DFFE_PN0P_ | 0.63 | i_rst_n
min in group clk0 | 2 | running$_DFFE_PN0P_ | 0.51 | running$_DFFE_PN0P_
## what timing repair did
action | 4_1_cts | 5_1_grt
buffers inserted | 2 | 0
endpoints found under the setup margin | 5 | 5
pin swaps | 4 | 5
gates resized | 14 | 6
## critical path: stages, from the launching register on
cell and delay [ns]:
dfrtp_1 0.38, nor3b_2 0.22, a21boi_2 0.17, buf_2 0.10
## cell usage in the layout (no fill, tap or decap), drive strengths merged
cell type      instances
a21oi                  1
nand2b                 1
xnor2                  3
nand3b                 1
a21boi                 1
dfrtp                  7
clkdlybuf4s50          5
o21ai                  1
nor2b                  1
mux2                   3
clkbuf                 4
inv                    2
nor3b                  1
buf                   11
ha                     1
clkdlybuf4s15          1
nor4                   1
nor2                   3
o221ai                 1
nand3                  1
and3                   1
conb                   1
Power and IR drop assume default switching activity.
