--- design/flow/run.sh ---
#!/bin/bash
# OpenROAD 26Q1-2900-gdf79404cd8, Yosys 0.63+post, stock flow scripts
make -C /OpenROAD-flow-scripts/flow DESIGN_CONFIG=/design/flow/config.mk WORK_HOME=/design/flow/orfs finish
--- design/flow/config.mk ---
export PLATFORM = sky130hd
export DESIGN_NAME = pc_control
export DESIGN_NICKNAME = pc_control
export VERILOG_FILES = /design/flow/design.v
export SDC_FILE = /design/flow/constraint.sdc
export NUM_CORES = 4
export LEC_CHECK = 1
export CORE_AREA = 10 10 98 98
export DIE_AREA = 0 0 108 108
--- design/flow/constraint.sdc ---
current_design pc_control

set clk_period 3.2
set clk_io_pct 0.2

create_clock -name clk0 -period $clk_period [get_ports {i_clk}]

set non_clock_inputs [all_inputs -no_clocks]
set_input_delay [expr $clk_period * $clk_io_pct] -clock clk0 $non_clock_inputs
set_output_delay [expr $clk_period * $clk_io_pct] -clock clk0 [all_outputs]
--- design/flow/design.v ---
`default_nettype none
module pc_control (
    input wire i_clk,
    input wire i_rst_n,
    input wire i_inc,
    input wire [15:0] i_load_addr,
    input wire i_load_en,
    output wire [15:0] o_pc
);
    reg [15:0] pc;
    always @(posedge i_clk, negedge i_rst_n) begin
        if (!i_rst_n)
            pc <= 16'h0000;
        else if (i_load_en)
            pc <= i_load_addr;
        else
            pc <= pc + i_inc;
    end
    assign o_pc = pc;
endmodule
==> results.yml <==
# synthesis and place-and-route metrics
synthesis:
  ff_type: "dfrtp_1"
  edf_count: 0
  synth.ff_latch_count: 16
  synth_cells: 88
  postSynth.asyncResetShare: 1.000
  synth_top_cell_by_area: "dfrtp_1"
  top_area_frac: 0.4545
  synth.distinct_cells: 21
  yosys_warnings: 1
  syn-cell-area_sq_um: 880.8
  ys_cells: 88
  yosysSeqAreaShare: 0.4545
  ys_chip_area_sq_um: 880.8
  postSynthAreaPerCell_sq_um: 10.01
  top_cells_by_area: "dfrtp_1 45%, xnor2_1 8.9%, nand2_1 6.4%"
clock_network:
  root_buffer: "clkbuf_8"
  clkSlewWorstSetupHoldPaths_ns: 0.07
  hold_buffers: 0
  cts_buffers: 3
  clock_path_buffers: 2
  cts_tree: "yes"
  post_cts_resize_count: 0
  cts_sinks: 16
  h-tree-depth: 1
  cts_setup_buffers: 0
  clock_latency_ns: 0.25
timing:
  clock_skew_ns: 0.003066
  hold_viol_final: 0
  min_period_ns: 2.303
  fin_setup_tns_ns: 0
  timing.slew.headroom: 0.4868
  fin_crit_sh: 0.7196
  finalSetupViolCount: 0
  fmax_mhz: 434.3
  rsz0062_at_grt: "no"
  worst_pin_slew_ns: 0.7673
  final_max_slew_viol_count: 0
place:
  io_buffers: 35
  gp_congestion: 0.8265
  placed_area_sq_um: 1348
critical_path:
  start_kind: "input port"
  endpoint_kind: "register"
  crit_family: "simple AND/OR/NAND/NOR gates"
  slowest_stage: "nor4_1"
  path_buffers: 1
  worstPathCellList: "clkdlybuf4s50_1 > ha_1 > nand3_1 > nor4_1 > xor2_1 > mux2_2"
  worstPathRequired_ns: 3.34
  worstPathArrival_ns: 2.44
  crit_fanout: 5
  max_stage_delay_ns: 0.48
  worstSetupPathType: "in2reg"
floorplanning:
  die_area_sq_um: 11660
  die_height_microns: 108
  die.size.x_microns: 108
  core_sq_um: 7647
  rows: 32
  ios: 36
  fp_util: 0.1152
grt:
  grt-ovfl-total: 0
  grt_pass1_vias: 830
  antenna_found_initial: 0
  grt_pass1_wl_microns: 4222
  grt_max_degree: 18
  grtUsageTotal: 0.04612
drt:
  routedWlPerCell_microns: 11.73
  route.detailed.drc: 0
  viasPerCell: 3.405
  ant_nets: 0
  vias: 773
  drtIter0Drc: 31
  totalWireLength_microns: 2662
  n_antenna_cell: 0
  dr.pass1.iters: 4
run:
  cap_violations: 0
  warnings: 25
pwr:
  p_sw_mw: 0.1453
  peakVddDrop_mv: 0.1696
  intPower_mw: 0.4181
  clkPwrFrac: 0.323
  total_leakage_power_nw: 0.5003
  switching_share: 0.2578
  p_seq_frac: 0.455
  p_per_area_nw_per_um2: 401.6
  combinationalPowerShare: 0.222
worst_hold_path:
  hold_path.class: "reg2reg"
layout:
  final_util: 0.1834
  largest_reg_flops: 16
  drive_gt1_frac: 0.1120
  final_area_sq_um: 1403
  area_growth_pct: 59.23
  max_flop_register: "pc"
  reg.largest.list: "pc x16"
run_status:
  status: "finished, final reports clean"
[worst paths after layout]
check	endpoint	slack (ns)	start	depth (start not counted)
worst min-delay path	pc[14]	0.61	pc[14]	2
worst max register to register	pc[15]	1.39	pc[0]	5
worst min register to register	pc[14]	0.61	pc[14]	2
max in group asynchronous	pc[0]	1.88	i_rst_n	1
worst max-delay path	pc[15]	0.90	i_inc	6
min in group asynchronous	pc[7]	0.84	i_rst_n	1
[routing by layer]
metal  routed length, microns  part of all wire  track usage
met1                     1259              0.47      0.05932
met2                     1140              0.43      0.07069
met3                      251             0.094      0.02229
met4                       12            0.0045     0.005725
met5                        0                 0            0
[power groups by stage]
stage	sequential [mW]	combinational [mW]	clock, mW
final	0.256	0.125	0.182
after CTS	0.256	0.129	0.189
after global routing	0.260	0.141	0.196
[kinds of logic after synthesis]
logic type / share of synthesized area
adders and majority gates: 0.02840
and+or+nand+nor: 0.2287
AOI/OAI and AO/OA: 0.06818
muxes: 0.05113
buffers and inverters: 0.02983
DFF: 0.4545
xor gates and xnor gates: 0.1392
[worst reg2reg max path, delay by kind of cell, from the launching register on]
family	cells	cell delay (ns)
XOR/XNOR	1	0.12
flip-flops	1	0.35
multiplexers	1	0.28
AND/OR/NAND/NOR	2	0.71
adder cells (fa/ha/maj)	1	0.24
[metrics by stage]
stage | hold slack (ns) | setup WS [ns] | total power [mW] | cells
6_report | 0.6065 | 0.8973 | 0.5633 | 227
3_3_place_gp | 0.5996 | 0.5813 | 0.3876 | 223
3_5_place_dp | 0.6042 | 0.5948 | 0.3878 | 223
4_1_cts | 0.6136 | 0.8377 | 0.5739 | 227
2_1_floorplan | 0.3444 | 1.397 | 0.2982 | 88
5_1_grt | 0.6450 | 0.7349 | 0.5968 | 227
[cell usage after synthesis (2+ instances only)]
library cell  count
clkbuf_1          2
dfrtp_1          16
ha_1              2
inv_1             2
mux2_2            4
nand2_1          15
nand3_1           5
nand4_1           2
nor3_1            3
nor4_1            3
nor4_2            2
o21ai_0           6
o21ai_1           6
xnor2_1           9
xor2_1            5
[layout make-up]
cell class,instances,area [sq um]
clock buffer,4,55.05
fill,838,6245
inverter,2,7.507
multi-input combinational,67,454.2
sequential,16,400.4
tap,102,127.6
timing repair buffer,36,357.8
[layout by cell type (no fill, tap or decap)]
| cell | instances |
|---|---|
| nand3_2 | 1 |
| clkbuf_8 | 4 |
| nor4_1 | 3 |
| clkdlybuf4s50_1 | 35 |
| and3_1 | 1 |
| nor3_1 | 3 |
| nand4_1 | 2 |
| xor2_1 | 5 |
| mux2_2 | 4 |
| nand4_4 | 1 |
| o21ai_1 | 6 |
| inv_1 | 2 |
| and3_2 | 1 |
| ha_1 | 2 |
| buf_4 | 1 |
| xnor2_1 | 9 |
| nand2_1 | 15 |
| o21ai_0 | 6 |
| dfrtp_1 | 16 |
| nor2_1 | 1 |
| nor4_2 | 2 |
| nand3_1 | 5 |
Power figures rest on the tool's default switching activity, not on a simulated workload.
